==> /design/flow/design.v <==
module Fsm (
    clk,  rst_n,  sync_sig,   timer_done,   debouncer_out,  timer_en
);
  parameter idle = 2'b00;
  parameter check_high = 2'b01;
  parameter high_state = 2'b10;
  parameter check_low = 2'b11;
  input clk, rst_n;
  input sync_sig;
  input timer_done;
  output reg timer_en;
  output reg debouncer_out;
  reg [1:0] cs, ns;
  always @(posedge clk or negedge rst_n) begin
    if (!rst_n) cs <= idle;
    else cs <= ns;
  end
  always @(*) begin
    case (cs)
      idle:
      if (~sync_sig) begin
        ns = idle;
      end else begin
        ns = check_high;
      end
      check_high:
      if (sync_sig & ~timer_done) begin
        ns = check_high;
      end else if (sync_sig & timer_done) begin
        ns = high_state;
      end else begin
        ns = idle;
      end
      high_state:
      if (sync_sig) begin
        ns = high_state;
      end else begin
        ns = check_low;
      end
      check_low:
      if (~sync_sig & ~timer_done) begin
        ns = check_low;
      end else if (~sync_sig & timer_done) begin
        ns = idle;
      end else begin
        ns = high_state;
      end
      default: ns = idle;
    endcase
  end
  always @(*) begin
    case (cs)
      idle: begin
        debouncer_out = 0;
        timer_en = 0;
      end
      check_high: begin
        debouncer_out = 0;
        timer_en = 1;
      end
      high_state: begin
        debouncer_out = 1;
        timer_en = 0;
      end
      check_low: begin
        debouncer_out = 1;
        timer_en = 1;
      end
      default: begin
        debouncer_out = 0;
        timer_en = 0;
      end
    endcase
  end
endmodule   
module Synchronizer (clk,rst_n,in_sig,out_sig);
parameter num_stages=2;
input clk ,rst_n;
input in_sig;
output  out_sig ;
reg [num_stages-1 :0] sync_reg;
always @(posedge clk or negedge rst_n) begin
    if (!rst_n) begin
        sync_reg <= 'b0;
    end
    else begin
    sync_reg <= {in_sig, sync_reg[num_stages-1:1]};
    end
end
assign out_sig = sync_reg[num_stages-1] ;
endmodule  
module Timer (clk, rst_n, timer_en, timer_done);
parameter counter_final_value=99;
localparam counter_width=$clog2(counter_final_value+1)   ;
input clk, rst_n;
input timer_en; 
output reg timer_done;  
reg [counter_width-1 :0] count;
always @(posedge clk or negedge rst_n) begin
    if (!rst_n) begin
        timer_done <= 1'b0;
        count <= 'b0;
    end else if(timer_en) begin
         if (count == counter_final_value) begin
            timer_done <= 1'b1;
            count <= 'b0;
        end else begin
            count <= count + 1;
            timer_done <= 1'b0;
        end
    end else begin
        count <= 'b0;
        timer_done <= 1'b0;
    end
end
endmodule  
module Top (
    clk, rst_n, noisy_in, debouncer_out
);
parameter num_stages=2;
parameter counter_final_value=99;
input clk, rst_n;   
input noisy_in; 
output debouncer_out;
wire sync_sig, timer_done, timer_en ;
Synchronizer #(.num_stages(num_stages)) synchronizer (
    .clk(clk),
    .rst_n(rst_n),
    .in_sig(noisy_in),
    .out_sig(sync_sig)
);  
Timer #(.counter_final_value(counter_final_value)) timer (
    .clk(clk),
    .rst_n(rst_n),
    .timer_en(timer_en),
    .timer_done(timer_done)
);
Fsm fsm (
    .clk(clk),
    .rst_n(rst_n),
    .sync_sig(sync_sig),
    .timer_done(timer_done),
    .debouncer_out(debouncer_out),
    .timer_en(timer_en)
);  
endmodule  
==> /design/flow/run.sh <==
#!/bin/bash
# OpenROAD 26Q1-2900-gdf79404cd8, Yosys 0.63+post, stock flow scripts
make -C /OpenROAD-flow-scripts/flow DESIGN_CONFIG=/design/flow/config.mk WORK_HOME=/design/flow/orfs finish
==> /design/flow/config.mk <==
export PLATFORM = sky130hd
export DESIGN_NAME = Top
export DESIGN_NICKNAME = Top
export VERILOG_FILES = /design/flow/design.v
export SDC_FILE = /design/flow/constraint.sdc
export NUM_CORES = 4
export LEC_CHECK = 1
export CORE_AREA = 10 10 73 73
export DIE_AREA = 0 0 83 83
==> /design/flow/constraint.sdc <==
current_design Top

set clk_period 2.4
set clk_io_pct 0.2

create_clock -name clk0 -period $clk_period [get_ports {clk}]

set non_clock_inputs [all_inputs -no_clocks]
set_input_delay [expr $clk_period * $clk_io_pct] -clock clk0 $non_clock_inputs
set_output_delay [expr $clk_period * $clk_io_pct] -clock clk0 [all_outputs]
==> impl_metrics.yaml <==
# physical design summary
setup_path:
  worst_setup_path_end_kind: "output port"
  required_ns: 1.92
  cp_class: "reg -> out"
  timing.rr.start: "timer.count[0]"
  worstSetupStartpoint: "fsm.cs[3]"
  worstPathMaxFanout: 5
  worstPathArrival_ns: 1.37
  slowest_stage: "sky130_fd_sc_hd__dfrtp_1"
  cell_by_cell_trace_of_the_critical_path: "or2_2 > clkdlybuf4s50_1"
  critPathLaunchType: "register"
  cp_slowest_stage_delay_ns: 0.41
drt:
  number_of_remaining_drc_errors: 0
  avg_wl_per_cell_um: 9.53
  insertedDiodeCount: 0
  antenna_left: 0
  drt_pass_1_iters: 4
  post_detailed_route_via_to_cell_ratio: 3.60
  routed_wl_um: 991
  vias: 374
  drt_iter0_drc: 43
clock_tree:
  cts_hold_buf: 0
  cts_buffers: 3
  cts_num_sinks: 13
  clk_root_buffer_cell: "sky130_fd_sc_hd__clkbuf_8"
  path_clk_slew_ns: 0.05
  post-cts-setup-buffer-count: 0
  cts_buffer_depth: 2
  clk-insertion-delay-late_ns: 0.24
  cts_tree: "built"
  cts_resized: 0
  htree_levels: 1
timing:
  clock_period_minus_worst_slack_ns: 1.85
  grt_setup_unrepaired: "no"
  final-setup-viol-count: 0
  relSlewSlack_pct: 62.3
  final_hold_viol_count: 0
  max_slew.worst_pin.slew_ns: 0.563
  finalMaxSlewViolations: 0
  finalCritPeriodShare_pct: 77.3
  finClkSkew_ns: 0.00331
  fin_ws_ns: 0.546
  aggregate_negative_setup_slack_ns: 0
  fmaxAchievable_mhz: 539
power_and_ir_drop:
  proportion_of_power_drawn_by_combinational_gates_pct: 1.8
  switchingPower_uw: 78.7
  power_per_cell_area_nw_per_um2: 599
  power_leakage_nw: 0.258
  pwr-share-clk_pct: 45.5
  power.share.switching_pct: 18.8
  p_int_uw: 341
  worst_case_vdd_ir_drop_mv: 0.134
  power.sequential.fraction_pct: 52.7
job:
  timing.max_cap.violations: 0
  number_of_warnings_in_the_stage_logs: 25
synth:
  synthCells: 49
  yosys_area_um2: 564
  synth.ff_latch_count: 13
  synth_sequential_area_ratio_pct: 57.9
  ys_cells: 49
  synth_top_cell_by_count: "sky130_fd_sc_hd__dfrtp_1"
  postSynthAreaPerCell_um2: 11.5
  synth_top_area_share_pct: 53.2
  synth_async_sr_flop_share_pct: 100
  yosysWarningCount: 3
  synth-edff-count: 0
  syn-cell-area_um2: 564
  yosysUniqueCellTypes: 23
  yosys_most_used_dff: "sky130_fd_sc_hd__dfrtp_1"
  synth.cells.most_frequent: "sky130_fd_sc_hd__dfrtp_1 (12), sky130_fd_sc_hd__nor2_1 (8), sky130_fd_sc_hd__a21oi_1 (4), sky130_fd_sc_hd__nand3_1 (3), sky130_fd_sc_hd__nor2b_1 (3)"
  synth.area.top_cells: "sky130_fd_sc_hd__dfrtp_1 (53%), sky130_fd_sc_hd__nor2_1 (5.3%), sky130_fd_sc_hd__dfstp_2 (4.7%)"
  post_synth_top_area_cell: "sky130_fd_sc_hd__dfrtp_1"
layout:
  fin_util_pct: 18.7
  fraction_of_layout_instances_using_a_drive_strength_above_1_pct: 19.6
  flow.area_growth_from_synthesis_pct: 23.9
  reg.largest.list: "timer.count: 7 flops, fsm.cs: 4 flops"
  largest_register_ffs: 7
  filler_cells_inserted: 425
  largest_register: "timer.count"
placement:
  dp.final_hpwl_um: 678
  preCtsSetupSlack_ns: 0.791
  place_congestion: 0.769
  buffer_ports.inserted: 3
floorplan:
  area_enclosed_by_the_die_boundary_um2: 6890
  design.core.area_um2: 3740
  chipWidth_um: 83
  fp-utilization_pct: 15.1
  io_pins: 4
  placementRows: 22
  die_h_um: 83
worst_hold_path:
  worst_hold_startpoint: "synchronizer.sync_reg[1]"
  hp-class: "reg -> reg"
grt:
  track_usage_pct: 2.66
  number_of_global_route_vias_before_repair: 349
  grt.overflow.total: 0
  maximum_number_of_pins_on_one_net_before_global_route_repair: 14
  grt_pass1_wl_um: 1600
  antenna_found_initial: 0
status:
  run_status: "finished clean"
## stage by stage
stage	power [mW]	cells	cell area, um^2	hold slack [ns]
after CTS	0.421	104	699	0.436
after floorplan	0.225	49	564	0.184
after global routing	0.432	104	699	0.459
final	0.419	104	699	0.442
after global placement	0.233	100	654	0.420
after detailed placement	0.233	100	654	0.427
## power groups by stage
stage	registers [mW]	clock network, mW	logic (mW)
CTS	0.221	0.192	0.00785
global route	0.221	0.202	0.00855
finish	0.221	0.191	0.00739
## worst max-delay path, delay by kind of cell, from the launching register on
family        cells  cell delay [ns]
simple gates      1             0.32
buf+inv           1             0.41
flops             1             0.41
## worst paths after layout
kind / endpoint / slack (ns) / cells after the start
max reg2reg: timer.count[3] / 1.10 / 4
max: debouncer_out / 0.55 / 2
max in group asynchronous: fsm.cs[0] / 1.42 / 1
min reg2reg: fsm.cs[0] / 0.44 / 1
min: fsm.cs[0] / 0.44 / 1
min in group asynchronous: timer.count[4] / 0.61 / 1
## final cells by class
class	instances	area [um^2]	area share [%]
sequential	13	327	46.7
multi-input combinational	35	234	33.5
tap	48	60.1	8.59
clock buffer	4	45.0	6.44
timing repair buffer	3	30.0	4.29
inverter	1	3.75	0.537
## routing by layer
| metal | GRT usage (%) | share of wire, % |
|---|---|---|
| met1 | 3.66 | 52 |
| met2 | 3.56 | 42 |
| met3 | 1.28 | 4.0 |
| met4 | 0.769 | 1.5 |
| met5 | 0 | 0 |
## logic make-up after synthesis
kind of cell	after synthesis	synth area share [%]
fa+ha+maj	1	2.22
compound gates	9	11.1
flops	13	57.9
xor+xnor	3	4.66
buf+inv	1	0.665
simple gates	22	23.5
## cell usage in the layout (no fill, tap or decap)
cell,count
sky130_fd_sc_hd__nor2b_1,3
sky130_fd_sc_hd__a21oi_1,4
sky130_fd_sc_hd__nand2_2,1
sky130_fd_sc_hd__o22ai_2,1
sky130_fd_sc_hd__dfrtp_1,12
sky130_fd_sc_hd__nor4_2,1
sky130_fd_sc_hd__or3_1,1
sky130_fd_sc_hd__inv_1,1
sky130_fd_sc_hd__nand2b_1,1
sky130_fd_sc_hd__nor2_1,8
sky130_fd_sc_hd__xor2_1,2
sky130_fd_sc_hd__nand3_2,1
sky130_fd_sc_hd__or2_2,1
sky130_fd_sc_hd__dfstp_2,1
sky130_fd_sc_hd__nand3_1,3
sky130_fd_sc_hd__a21oi_2,1
sky130_fd_sc_hd__xnor2_1,1
sky130_fd_sc_hd__a211oi_1,1
sky130_fd_sc_hd__clkbuf_8,3
sky130_fd_sc_hd__o21ai_0,1
sky130_fd_sc_hd__a41oi_1,1
sky130_fd_sc_hd__nand4bb_2,1
sky130_fd_sc_hd__ha_1,1
sky130_fd_sc_hd__clkbuf_1,1
sky130_fd_sc_hd__nor3_1,1
sky130_fd_sc_hd__clkdlybuf4s50_1,3
Power and IR drop assume default switching activity.
